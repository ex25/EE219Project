==> design.v <==
module v_write_back (
    input                      vid_wb_en_i,
    input                      vid_wb_sel_i,
    input   [4  : 0]   vid_wb_addr_i,
    input   [512-1 : 0]        valu_result_i,
    input   [512-1 : 0]        vmem_result_i,
    output                     vwb_en_o,
    output  [4  : 0]   vwb_addr_o,
    output  [512-1 : 0]        vwb_data_o
);
    assign vwb_en_o   = vid_wb_en_i;
    assign vwb_addr_o = vid_wb_addr_i;
    assign vwb_data_o = (vid_wb_sel_i) ? vmem_result_i : valu_result_i;
endmodule
==> run.sh <==
#!/bin/bash
# OpenROAD 26Q1-2900-gdf79404cd8, Yosys 0.63+post, stock flow scripts
make -C /OpenROAD-flow-scripts/flow DESIGN_CONFIG=/design/flow/config.mk WORK_HOME=/design/flow/orfs finish
==> config.mk <==
export PLATFORM = sky130hd
export DESIGN_NAME = v_write_back
export DESIGN_NICKNAME = v_write_back
export VERILOG_FILES = /design/flow/design.v
export SDC_FILE = /design/flow/constraint.sdc
export NUM_CORES = 4
export LEC_CHECK = 1
export CORE_AREA = 10 10 591 591
export DIE_AREA = 0 0 601 601
==> constraint.sdc <==
current_design v_write_back

set clk_period 1.0
set clk_io_pct 0.2

create_clock -name clk0 -period $clk_period

set non_clock_inputs [all_inputs -no_clocks]
set_input_delay [expr $clk_period * $clk_io_pct] -clock clk0 $non_clock_inputs
set_output_delay [expr $clk_period * $clk_io_pct] -clock clk0 [all_outputs]
==> impl_metrics.yaml <==
# yosys + openroad results
sta:
  period_used_share: 1.86
  achievable-frequency_ghz: 0.538
  finalMaxSlewViolations: 0
  min_period_ps: 1860
  finalHoldViolations: 0
  tightest_slew_ps: 620
  rsz0062_at_grt: "true"
  relSlewSlack: 0.587
  setup_viol: 512
  fin_ws_ps: -858
final_layout:
  seq_cell_count: 0
  regArea_um2: 0
  n_fill_cell: 38900
  syn2layout_area_growth_pct: 382
  utilization: 0.0926
  finalNonFillerCells: 6897
  drive_gt1_frac: 0.506
  n_clock_buffer: 0
  final_cell_mix: "1041 x clkdlybuf4s50_1, 326 x mux2_2, 190 x buf_4"
  mostFrequentLayoutCell: "clkdlybuf4s50_1"
detailed_routing:
  first_pass_iters: 5
  wire_per_inst_um: 50.2
  num_vias: 16100
  ant_nets: 0
  vias_per_cell: 2.34
  drc_errors: 0
  drt_iter0_markers: 821
  wl_um: 346000
pwr:
  power.leakage_uw: 0.0120
  switching_share: 0.406
  power_density_mw_per_mm2: 484
  pwr-share-clk: 0
  combPwrFrac: 1.000
  ir_drop_uv: 203
  pwr-share-seq: 0
  switchingPower_uw: 6120
  internal-power_uw: 8950
yosys:
  ys_types: 5
  avgSynthCellArea_um2: 11.2
  top_area_frac: 0.893
  topCellsByArea: "mux2_2 89%, buf_6 8.0%, clkbuf_8 1.7%, buf_4 0.70%, buf_2 0.23%"
  synth_chip_area_mm2: 0.00645
  syn_area_mm2: 0.00645
  ys_warn_count: 0
  yosysTopAreaCell: "mux2_2"
  syn_inst: 575
  ys_cells: 575
  synth_seq_share: 0
global_routing:
  grt_pass1_vias: 14200
  overflow: 0
  grt_first_pass_wirelength_um: 377000
  grt_max_degree: 27
  grt_antenna_before_repair: 574
  grt_usage: 0.185
worst_setup_path:
  worstPathArrival_ps: 1660
  crit_fanout: 7
  critPathLaunchType: "input port"
  crit_type: "input port to primary output"
  cp.required_ps: 800
  critPathCapture: "vwb_data_o[55]"
  cp-end-kind: "primary output"
  startpoint: "vid_wb_sel_i"
floorplanning:
  core_area_mm2: 0.336
  die_area_mm2: 0.361
  fp_util: 0.0192
  io_pins: 1549
  die_w_um: 601
  row_count: 213
  die_y_um: 601
place:
  dp_cells: 6613
  numPortBuffers: 1537
  hpwlAfterDp_um: 329000
  place.gp.congestion: 1.19
clock_network:
  ctsHoldBuffers: 0
status:
  status: "finished with violations"
  violations: "negative setup slack"
job:
  warnings: 36
  drv_cap: 0
hold_path:
  hp-class: "input port to primary output"
==> cells by family (layout without fill, tap and decap cells) <==
family,after synthesis,after routing,share of synthesized area
buffers and inverters,63,1781,0.107
multiplexers,512,512,0.893
other,0,89,0
==> worst min-delay path by stage <==
stage | start | to | slack (ps) | cells after the start
after CTS | vid_wb_addr_i[3] | vwb_addr_o[3] | 400 | 0
final | vid_wb_addr_i[3] | vwb_addr_o[3] | 400 | 0
after global routing | vid_wb_addr_i[3] | vwb_addr_o[3] | 400 | 0
==> power by group through the flow <==
| stage | combinational, uW | clock [uW] | sequential (uW) |
|---|---|---|---|
| 5_1_grt | 15700 | 0.00499 | 0 |
| 4_1_cts | 14700 | 0 | 0 |
| 6_report | 15100 | 0.0126 | 0 |
==> Yosys cell counts, drive strengths merged <==
library cell  number
mux2             512
buf               55
clkbuf             8
==> worst max-delay path, stage by stage <==
cell and delay, ps:
buf_16 130, buf_16 160, buf_16 170, buf_6 120, buf_6 110, buf_6 100, buf_6 110, buf_6 100
mux2_4 290, buf_6 120
==> metal layers <==
metal,up-vias,part of all wire,track usage
met5,-,0.0077,0.0175
met4,294,0.035,0.0319
met3,1040,0.18,0.164
met2,1969,0.44,0.289
met1,7031,0.34,0.185
li1,5777,-,-
==> timing repair <==
action / in CTS / in global routing
cloned: 22 / 16
setup endpoints to repair: 512 / 512
setup buffers: 78 / 102
resized: 619 / 552
==> area by class of cell <==
type	instances	area, um2	share of cell area
timing repair buffer	1781	18800	0.604
multi-input combinational	512	6460	0.208
antenna	89	223	0.00715
tap	4515	5650	0.181
==> stage by stage <==
step	hold WS, ps	total power, uW	area [um2]	TNS (ps)	worst slack [ps]
after floorplan	466	2060	6590	-45170	-96.5
after global placement	400	13500	27300	-400370	-1030
after detailed placement	400	13500	27300	-401150	-1030
after CTS	400	14700	29400	-390140	-919
after global routing	400	15700	31000	-338390	-881
final	400	15100	31100	-323100	-858
Power and IR drop assume default switching activity.
